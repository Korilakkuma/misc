==> flow/config.mk <==
export PLATFORM = sky130hd
export DESIGN_NAME = m_bimodal
export DESIGN_NICKNAME = m_bimodal
export VERILOG_FILES = /design/flow/design.v
export SDC_FILE = /design/flow/constraint.sdc
export NUM_CORES = 4
export LEC_CHECK = 1
export CORE_UTILIZATION = 30
==> flow/constraint.sdc <==
current_design m_bimodal

set clk_period 2.7
set clk_io_pct 0.2

create_clock -name clk0 -period $clk_period [get_ports {w_clock}]

set non_clock_inputs [all_inputs -no_clocks]
set_input_delay [expr $clk_period * $clk_io_pct] -clock clk0 $non_clock_inputs
set_output_delay [expr $clk_period * $clk_io_pct] -clock clk0 [all_outputs]
==> flow/design.v <==
module m_bimodal(w_clock, w_ra, w_prediction, w_wa, w_we, w_token);
  input wire w_clock, w_we;
  input wire [4:0] w_ra, w_wa;
  input wire w_token;
  output wire w_prediction;
  reg [1:0] mem [0:31];
  wire [1:0] w_data = mem[w_ra];
  assign w_prediction = w_data[1];
  reg [1:0] P1_counter = 0, P2_counter = 0;
  always @(posedge w_clock) { P1_counter, P2_counter } <= { w_data, P1_counter };
  always @(posedge w_clock) if (w_we)
    mem[w_wa] <= ((P2_counter < 3) &  w_token) ? (P2_counter + 1) :
                 ((P2_counter > 0) & !w_token) ? (P2_counter - 1) : P2_counter;
  integer i;
  initial for (i = 0; i < 32; i = i + 1) mem[i] = 1;
endmodule
==> flow/run.sh <==
#!/bin/bash
# OpenROAD 26Q1-2900-gdf79404cd8, Yosys 0.63+post, stock flow scripts
make -C /OpenROAD-flow-scripts/flow DESIGN_CONFIG=/design/flow/config.mk WORK_HOME=/design/flow/orfs finish
==> reports/results.tsv <==
stage	metric	value	unit
pwr	finalPower	0.00220	W
synth	syn_area	0.00288	mm²
global_routing	grt_antenna_before_repair	0	
critical_path	path_cells	buf_2 > buf_4 > mux2i_1 > a22oi_1 > and4b_1 > a31oi_2 > o311ai_4 > dlygate4sd2_1	
placed_design	dp_hpwl	3670	µm
sta	rsz0062_at_grt	no	
sta	timing.setup.tns	0	ns
clock_tree	cts_tree	done	
synth	syn_inst	193	
detailed_routing	via_per_inst	4.62	
floorplanning	die_width	100	µm
synth	yosysUniqueCellTypes	27	
clock_tree	cts_buffers	9	
detailed_routing	drt-total-wl	5340	µm
placed_design	port-buffer-count	13	
flow_run	warnings	26	
detailed_routing	drtAntennaViolNets	0	
synth	ys_warn_count	1	
detailed_routing	diodes	0	
min_path	hold_class	reg -> reg	
flow_run	drv_cap	0	
critical_path	cpMaxStageDelayCell	dlygate4sd2_1	
sta	setup_violations	0	
sta	relSlewSlack	0.661	
synth	ys.flops	68	
synth	yosys_cells	193	
floorplanning	die_area	0.0100	mm²
detailed_routing	drt_first_iter_violations	89	
floorplanning	rows	35	
final_layout	drive_gt1_frac	0.165	
critical_path	max_stage_delay	0.26	ns
critical_path	cp_top_family	buffers and inverters	
synth	ys_area	0.00288	mm²
detailed_routing	via_count	1658	
global_routing	grt-ovfl-total	0	
floorplanning	core_area	0.00928	mm²
sta	min_period_over_period	0.940	
clock_tree	post_cts_buffers	0	
final_layout	final_cells	359	
critical_path	critPathMaxFanout	9	
critical_path	end_kind	output port	
detailed_routing	drtPass1Iterations	4	
placed_design	place_ws	-0.307	ns
clock_tree	cts_root_buffer	clkbuf_8	
sta	skew	0.0108	ns
global_routing	grt_pass1_vias	1664	
sta	tightest_slew	0.506	ns
global_routing	grt_pass1_wl	8640	µm
sta	fin_crit	2.54	ns
detailed_routing	remaining_drc_errors	0	
status	status	finished, final reports clean	
clock_tree	cts.sinks	68	
sta	hold_viol_final	0	
floorplanning	io-pin-count	14	
pwr	power_density	637	mW/mm²
sta	report.final.slew_viol_count	0	
pwr	peakVddDrop	0.000192	V
placed_design	post-place-cells	343	
synth	postSynthSeqShare	0.694	
final_layout	final_cell_area	0.00345	mm²
floorplanning	fp_util	0.311	
critical_path	crit_buf_inv	3	
global_routing	grt_max_degree	33	
critical_path	worstPathRequired	2.16	ns
clock_tree	cts_buffer_depth	2	
sta	max_freq	394	MHz
critical_path	start_kind	input pin	
final_layout	area_growth	19.7	%
global_routing	track_usage	0.121	
detailed_routing	wire_per_inst	14.9	µm
clock_tree	htree_levels	3	
floorplanning	fp.dieH	100	µm
critical_path	crit_type	in -> out	
placed_design	gp_congestion	0.857	
final_layout	fillers	901	
placed_design	dpl_cell_area	0.00324	mm²
critical_path	worstPathArrival	2.00	ns
clock_tree	clk_pin_slew	0.07	ns
clock_tree	insertion_delay	0.35	ns
sta	finalWorstSetupSlack	0.161	ns
pwr	cellLeakagePower	1.20	nW
synth	syn_area_per_cell	14.9	µm²
-- kinds of logic after synthesis --
group | synth area share
compound gates | 0.0530
xor+xnor | 0.00304
fa+ha+maj | 0.00868
buf+inv | 0.0260
flops | 0.694
mux | 0.115
simple gates | 0.100
-- final timing paths --
kind,startpoint,to,slack (ns),cells after the start
setup reg to reg,P2_counter[0],mem[2][0],1.22,5
hold reg to reg,P1_counter[0],P2_counter[0],0.33,0
hold / removal,P1_counter[0],P2_counter[0],0.33,0
setup / recovery,w_ra[1],w_prediction,0.16,8
-- per-stage QoR --
step | utilization | hold slack, ns
after global placement | 0.349 | 0.312
final | 0.372 | 0.328
after global routing | 0.372 | 0.347
after floorplan | - | 0.310
after detailed placement | 0.349 | 0.312
after CTS | 0.372 | 0.328
-- layout by cell type (no fill, tap or decap), types with 3 or more instances in the layout --
cell type,n
clkdlybuf4s50_1,7
buf_4,15
dfxtp_1,4
mux2i_1,33
clkinvlp_4,3
dlygate4sd2_1,5
clkbuf_8,9
or3b_1,3
nor2_1,33
nand2_1,6
edfxtp_1,64
nand3b_1,5
a22oi_1,14
-- cell type report --
type	count	area (µm²)	share of cell area
sequential	68	2000	0.580
multi-input combinational	115	852	0.247
timing repair buffer	29	251	0.0729
tap	129	161	0.0468
clock buffer	9	124	0.0359
clock inverter	7	52.6	0.0152
inverter	2	7.51	0.00218
-- registers in the layout (all words and copies together) (netlist names) --
signal      count
mem            64
P1_counter      2
P2_counter      2
-- worst register-to-register path: stages, from the launching register on --
cell and delay [ns]:
dfxtp_1 0.33, inv_1 0.08, ha_1 0.19, mux2i_1 0.20
xnor2_2 0.14, buf_4 0.31
-- Yosys cell counts, drive strengths merged --
cell | number | area share
nand4b | 2 | 0.0061
o311ai | 2 | 0.0061
mux2i | 33 | 0.11
inv | 2 | 0.0026
xnor2 | 1 | 0.0030
nor2 | 34 | 0.045
or3b | 3 | 0.0091
or3 | 1 | 0.0022
and2 | 1 | 0.0022
clkbuf | 3 | 0.0048
nand3 | 2 | 0.0035
nand2 | 6 | 0.0078
ha | 2 | 0.0087
nor2b | 2 | 0.0043
a31oi | 2 | 0.0043
a21o | 1 | 0.0026
buf | 5 | 0.019
edfxtp | 64 | 0.67
nand3b | 5 | 0.013
a21oi | 2 | 0.0035
a22oi | 14 | 0.036
dfxtp | 4 | 0.028
and4b | 2 | 0.0069
-- routing by layer --
layer | global-route usage | vias to the layer above | share of wire
met1 | 0.189 | 803 | 0.47
li1 | - | 803 | -
met4 | 0.0156 | 0 | 0.016
met5 | 0 | - | 0
met3 | 0.0538 | 8 | 0.074
met2 | 0.170 | 44 | 0.44
-- where the power goes --
part | leakage, nW | internal [W] | switching, W
logic | 0.513 | 0.0000872 | 0.000146
clock network | 0.0795 | 0.000335 | 0.000391
registers | 0.612 | 0.00123 | 0.00000466
total | 1.20 | 0.00166 | 0.000542
-- timing repair --
item | 4_1_cts | 5_1_grt
endpoints found under the setup margin | 1 | 0
hold buffers | 0 | 0
resized | 12 | 0
No activity file was given, so power comes from the tool's default toggle rates.
