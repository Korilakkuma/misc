[./run.sh]
#!/bin/bash
# OpenROAD 26Q1-2900-gdf79404cd8, Yosys 0.63+post, stock flow scripts
make -C /OpenROAD-flow-scripts/flow DESIGN_CONFIG=/design/flow/config.mk WORK_HOME=/design/flow/orfs finish
[./config.mk]
export PLATFORM = sky130hd
export DESIGN_NAME = m_btb
export DESIGN_NICKNAME = m_btb
export VERILOG_FILES = /design/flow/design.v
export SDC_FILE = /design/flow/constraint.sdc
export NUM_CORES = 4
export LEC_CHECK = 1
export CORE_UTILIZATION = 40
[./constraint.sdc]
current_design m_btb

set clk_period 13.8
set clk_io_pct 0.2

create_clock -name clk0 -period $clk_period [get_ports {w_clock}]

set non_clock_inputs [all_inputs -no_clocks]
set_input_delay [expr $clk_period * $clk_io_pct] -clock clk0 $non_clock_inputs
set_output_delay [expr $clk_period * $clk_io_pct] -clock clk0 [all_outputs]
[./design.v]
module m_btb(w_clock, w_pc, w_hit, w_dout, w_wa, w_we, w_wd);
  input wire w_clock, w_we;
  input wire [31:0] w_pc;
  input wire [4:0] w_wa;
  input wire [57:0] w_wd;
  output wire w_hit;
  output wire [31:0] w_dout;
  wire w_v;
  wire [24:0] w_tag;
  wire [31:0] w_data;
  reg [57:0] mem [0:31];
  always @(posedge w_clock) if (w_we) mem[w_wa] <= w_wd;
  assign { w_v, w_tag, w_data } = mem[w_pc[6:2]];
  assign w_hit  = w_v & (w_tag == w_pc[31:7]);
  assign w_dout = w_data;
  integer i;
  initial for (i = 0; i < 32; i = i + 1) mem[i] = 0;
endmodule
==> notes.md <==
Summary of implementation figures.

Route
The detailed-route DRC error count is 0. The detail route stage leaves a number of antenna-violating nets equal to 0. The routed design shows a wire length per standard cell of 30.3 um. The initial DRC count is ~2,300. The aggregate routed wire length is ~180,000 um.

The detailed-route vias per instance is between 5 and 6. According to the report, the first pass of detailed routing completed in 5 iterations. The vias after detailed routing is 32,593.

Clock tree
Gates resized during post-CTS repair numbered 0. Counting every sink on the clock net gives 1,856. Hold repair after CTS inserted 0 buffers. The clock input transition at the sequential cells of the worst setup and hold paths is roughly 60 ps. The number of buffers inserted by post-CTS setup repair is 0.

The clock tree from TritonCTS is done. The clock buffer count from CTS is about 180. The cell at the root of the clock tree is clkbuf_16. No sink is reached through more buffers than the 3 on the longest clock path.

The maximum level of the CTS H-tree is 4.

Global routing
The via count of the first global-routing pass is approximately 36,000. The first global-routing pass estimated around 250,000 um of wire. The largest net degree at the start of global routing is 88. The initial antenna violation count is 5. For this run the aggregate overflow at the end of global routing stands at 0. The total global-route track usage is 22.0%.

Flow run
The number of maximum-capacitance violations recorded for the run is 0. The logs give a warning total of 28.

Timing
The maximum operating frequency is 96.0 MHz. The worst-case max-slew headroom was logged as 26.0%. Setup repair after global routing left no endpoint under its margin. Counting pins that exceed their max-slew limit in the final report gives 0. Setup total negative slack on the finished layout was measured at 0 ps.

The pin closest to its max-slew limit shows a slew of between 1000 and 1500 ps. The time the final worst path needs with I/O delays and setup is around 10,000 ps. Of the available clock period, the critical path in the final layout requires 75.4%. The final hold violation count is 0.

The last timing report of the flow puts the setup violation total at 0. The worst path meets setup with about 3400 ps of slack.

Die
The number of ports placed on the die boundary is between 100 and 150. At the floorplan stage, the core utilization is reported as 40.3%. After floorplanning, the core was divided into around 150 placement rows.

In this run the vertical extent of the chip is approximately 420 um. The width of the die is 423 um. The total die area is roughly 180,000 um^2.

Per the OpenROAD floorplan log, the area of the core is between 150,000 and 200,000 um^2.

Place
Timing analysis after detailed placement gives a worst setup slack of roughly 3300 ps. The placement stage leaves a total instance area of roughly 76,000 um^2. Summed over all nets, the half-perimeter wirelength after detailed placement is ~90,000 um. The number of instances in the placed design is 5,486. The total of buffers placed on input and output ports is between 100 and 150. The placer congestion estimate is around 0.80.

Critical path
Per the timing report, the biggest fanout along the worst path comes to 36. The setup path with the least slack is of type in2out. STA puts the critical path data arrival time at about 7700 ps. STA classifies the critical path endpoint as an output pin.

The kind of start point of the critical path is a primary input. The critical path endpoint has a required time of roughly 11,000 ps.

Synth
For this run, the leading register cell type out of synthesis is edfxtp_1. The average instance in the mapped netlist occupies 23.5 um^2. The post-synth tally of flip-flops with integrated enable is 1,856. The netlist area before placement is 70,900 um^2.

The share of the Yosys chip area taken by registers is around four fifths. The biggest area contributor in the post-synthesis netlist is edfxtp_1. The synthesis report gives the async set-or-reset register share as 0%. The fraction of post-synthesis cell area in the top cell type by area is between 70% and 80%.

In this run, distinct cell masters in the synthesized netlist total ~44. For this design, Yosys synthesis ends with a cell count of around 3,000. Synthesis produced ~3,000 cells. By area the synthesized netlist is led by edfxtp_1, mux4_2, mux2i_1.

Counting flops and latches in the post-synthesis netlist gives between 1,500 and 2,000. The number of warnings printed during yosys synthesis is 1. The stat command in Yosys gives a chip area of 70,900 um^2.

Power and ir drop
The reported net switching power is ~2.4 mW. Of the total power, the share spent switching nets is around a fifth. The internal power contribution is between 9 and 10 mW. The clock share of power is 40.5%. Per report_power, the sequential group accounts for 54.3% of the total. The static leakage power is approximately 25 nW. The worst-case vdd ir drop is 0.124 mV. Combinational logic is responsible for about 5.3% of the overall power. Total power normalized to cell area comes to 142 nW/um^2.

Finish
The register with the most flip-flops in the layout has roughly 1,900 of them. The register with the highest flop count is mem. The largest registers in the layout are mem x1856. The final core utilization is a little under half. The post-route standard cell area excluding fillers is 81,500 um^2.

For this run, the number of standard cells in the final layout without fillers is ~5,800. In the final layout, the share of cells above drive strength 1 is a little over a quarter. The relative area change from synthesis to final layout is 14.9%. Counting the fill cells in the layout gives approximately 14,000.

Worst hold path
The type recorded for the worst min-delay path is in2reg.

Run status
The run finished with clean final reports.
## metal layers
layer | share of wire [%] | global-route usage, % | wire, um
met2 | 49 | 32.8 | 86100
met3 | 17 | 16.9 | 30500
met1 | 32 | 27.0 | 56300
met4 | 1.8 | 3.38 | 3160
met5 | 0.031 | 0 | 55
## synthesized netlist by cell type, types with 14 or more instances
master and n:
mux4_2 483, nor2_1 47, a221oi_1 20, buf_2 45, mux2i_1 119, edfxtp_1 1856, nand3_1 21, xor2_1 18
nand2_1 124, clkbuf_1 69, a22oi_1 45, buf_4 14
## layout make-up
cell class / count / area [um^2] / share of cell area [%]
Clock inverter: 111 / 942 / 1.16
Clock buffer: 217 / 4620 / 5.67
Sequential cell: 1856 / 55700 / 68.4
Inverter: 3 / 18.8 / 0.0230
Timing Repair Buffer: 284 / 2620 / 3.21
Antenna cell: 1 / 2.50 / 0.00307
Multi-Input combinational cell: 1003 / 14600 / 17.9
Tap cell: 2340 / 2930 / 3.59
## kinds of logic after synthesis
| group | share of synthesized area (%) |
|---|---|
| flops | 78.6 |
| mux | 17.2 |
| simple gates | 1.51 |
| buf+inv | 1.10 |
| compound gates | 1.28 |
| xor+xnor | 0.309 |
## worst max-delay path, stage by stage
cell	delay, ps
buf_8	350
buf_4	640
buf_4	610
mux4_2	590
mux2i_1	170
o22ai_1	100
a211oi_1	480
buf_4	220
xnor2_1	60
nor4_1	630
nand4_1	250
nor4_2	210
clkdlybuf4s50_1	510
## power by group through the flow
stage / Sequential (mW) / Clock, mW / Combinational, mW
6_report: 6.28 / 4.69 / 0.608
5_1_grt: 6.29 / 4.99 / 0.657
4_1_cts: 6.28 / 4.78 / 0.622
## cell usage in the layout, fill, tap and decap left out, types with 20 or more instances in the layout
master           synthesis  layout
clkbuf_16                0     179
mux4_2                 483     483
nand2_1                124     124
a221oi_1                20      20
nor2_4                   0      32
clkinv_1                 0      47
buf_4                   14     145
edfxtp_1              1856    1856
clkdlybuf4s50_1          0     122
mux2i_1                119     119
clkinv_2                 0      35
nand3_1                 21      21
clkbuf_1                69      38
a22oi_1                 45      45
## worst paths after layout
path                  depth (start not counted)     start  slack, ps         end
worst max-delay path                         13   w_pc[2]       3390       w_hit
worst min-delay path                          2  w_wd[25]       2760  mem[9][25]
## per-stage QoR
| stage | hold slack, ps | total power [mW] |
|---|---|---|
| after floorplan | 2860 | 6.74 |
| after global placement | 3580 | 7.02 |
| after detailed placement | 3600 | 7.02 |
| after CTS | 2720 | 11.7 |
| after global routing | 2760 | 11.9 |
| final | 2760 | 11.6 |
Power is estimated from default activity; no workload was simulated.
