==> design/flow/design.v <==
module m_direct_mapped_cache(w_clock, w_address, w_hit, w_dout, w_wa, w_we, w_wd);
  input wire w_clock, w_we;
  input wire [31:0] w_address;
  input wire [4:0] w_wa;
  input wire [57:0] w_wd;
  output wire w_hit;
  output wire [31:0] w_dout;
  wire w_v;
  wire [24:0] w_tag;
  reg [57:0] mem [0:31];
  always @(posedge w_clock) if (w_we) mem[w_wa] <= w_wd;
  assign { w_v, w_tag, w_dout } = mem[w_address[6:2]];
  assign w_hit = w_v & (w_tag == w_address[31:7]);
  integer i;
  initial for (i = 0; i < 32; i = i + 1) mem[i] = 0;
endmodule
module m_set_associative_cache(w_clock, w_address, w_hit, w_dout, w_wa, w_we, w_wd);
  input wire w_clock, w_we;
  input wire [31:0] w_address;
  input wire [4:0] w_wa;
  input wire [57:0] w_wd;
  output wire w_hit;
  output wire [31:0] w_dout;
  wire w_hit1, w_hit2, w_we1, w_we2;
  wire [31:0] w_dout1, w_dout2;
  m_direct_mapped_cache way1 (w_clock, w_address, w_hit1, w_dout1, w_wa, w_we1, w_wd);
  m_direct_mapped_cache way2 (w_clock, w_address, w_hit2, w_dout2, w_wa, w_we2, w_wd);
  assign w_hit = w_hit1 | w_hit2;
  assign w_dout = w_hit1 ? w_dout1 : w_dout2;
  reg [0:0] lru [0:31];
  always @(posedge w_clock) if (w_hit) lru[w_address[6:2]] <= w_hit1;
  assign w_we1 = ((w_we & lru[w_wa]) == 0);
  assign w_we2 = ((w_we & lru[w_wa]) == 1);
  integer i;
  initial for (i = 0; i < 32; i = i + 1) lru[i] = 0;
endmodule
==> design/flow/run.sh <==
#!/bin/bash
# OpenROAD 26Q1-2900-gdf79404cd8, Yosys 0.63+post, stock flow scripts
make -C /OpenROAD-flow-scripts/flow DESIGN_CONFIG=/design/flow/config.mk WORK_HOME=/design/flow/orfs finish
==> design/flow/config.mk <==
export PLATFORM = sky130hd
export DESIGN_NAME = m_set_associative_cache
export DESIGN_NICKNAME = m_set_associative_cache
export VERILOG_FILES = /design/flow/design.v
export SDC_FILE = /design/flow/constraint.sdc
export NUM_CORES = 4
export LEC_CHECK = 1
export CORE_UTILIZATION = 30
==> design/flow/constraint.sdc <==
current_design m_set_associative_cache

set clk_period 39.4
set clk_io_pct 0.2

create_clock -name clk0 -period $clk_period [get_ports {w_clock}]

set non_clock_inputs [all_inputs -no_clocks]
set_input_delay [expr $clk_period * $clk_io_pct] -clock clk0 $non_clock_inputs
set_output_delay [expr $clk_period * $clk_io_pct] -clock clk0 [all_outputs]
==> run summary <==
flow finished, numbers: drt first-iter violations 5090, setup TNS 0 ns, die area 477000 sq um, WP data required 31.52 ns, worst vdd ir 0.0398 mV, Yosys chip area 142000 sq um, busiest grt layer met2, GRT Residual Overflow 0, Synthesized registers 3744, Final period util 0.620, Resize count post-CTS 0, Rel. slew slack 0.233, YS warnings 2, EDFF count, synth 3744, Pwr Density 49.6 nW/um^2, antenna violations before repair 35, run status completed, first-pass GRT wire length 587000 microns, critical path's most frequent cell buf_4, leak pwr 0.0516 uW, Worst-path clk slew 0.06 ns, final wirelength 423000 microns, # setup viols final 0, final hold violations 0, clk root buf clkbuf_16, gr usage total 0.188, Area contributors post-synth edfxtp_1, mux4_2, mux2i_1, Initial Util 0.302, vias in the first global route 76808, startpoint class of the critical path input pin, Routed Antenna Nets 0, Yosys Instances 6601, ys async rst share 0, Worst EP arrival 16.54 ns, DRC Markers 0, Cell Rows 252, Hold WC Path Type flip-flop to flip-flop, Final Slew Violations 0, tool warnings 28, Buf/Inv on CP 9, clock tree buffer depth 4, HPWL after detailed placement 236000 microns, I/O Buffers 127, drt first pass iters 6, RSZ-0062 raised after global routing no, WS Path Type input pin to output pin, Latency at later pin 0.92 ns, Top cell area share 0.790, post-synthesis sequential area ratio 0.790, Least-Margin Pin Slew 1.14 ns, fin crit period 24.42 ns, Top Family by Delay on Critical Path buffers and inverters, IO Pins 130, CTS sink count 3744, CP peak stage delay 0.90 ns, synthesized area 142000 sq um, CP max stage cell or4_4, Post-CTS Hold Fix Bufs 0, total CTS buffers 355, clk_skew 0.0791 ns, area growth from synthesis to layout 15.1%, distinct lib cells 51, DR WL/cell 31.2 microns, area leader, netlist edfxtp_1, clock tree from TritonCTS yes, CP Capture Type output pin, routability cong. 0.873, GRT met3 Usage 0.210, Clock H-tree levels 5, Post-CTS Setup Bufs 0, Post-Syn Instances 6601, critical-path maximum fanout 63, Core Region 472000 sq um, Final WS setup 14.98 ns, Die W 691 microns, layout cells sized above 1 0.221, Die H 691 microns, main flop type edfxtp_1, vias 71261, Mapped Avg Cell Area 21.5 sq um, grt met1 use 0.173, pre-CTS worst setup slack 15.06 ns, vias per cell 5.25, cells along the critical path buf_16 -> buf_4 -> buf_4 -> buf_4 -> buf_4 -> buf_4 -> mux2i_1 -> o22ai_1 -> nor4_1 -> a21oi_1 -> nor4_1 -> nand4_1 -> or4_4 -> buf_4 -> buf_4 -> mux2_2 -> clkdlybuf4s50_1, largest net degree at the start of global routing 92, Max-Cap Viols 0, fmax 41.0 MHz, GR Layer Usage met2 0.265
[worst paths after layout]
path | from | to | slack (ns) | cells past startpoint
worst max-delay path | w_address[2] | w_dout[23] | 14.98 | 17
worst min-delay path | lru[16]$_DFFE_PP_ | way1.mem[19][41]$_DFFE_PP_ | 1.29 | 6
worst max register to register | way1.mem[9][46]$_DFFE_PP_ | lru[24]$_DFFE_PP_ | 34.70 | 9
worst min register to register | lru[16]$_DFFE_PP_ | way1.mem[19][41]$_DFFE_PP_ | 1.29 | 6
[cell usage in the layout (no fill, tap or decap), types with 4 or more instances in the layout]
cell type	synthesis	routed
buf_4	38	349
nor2b_1	8	8
xnor2_1	8	8
nand4b_1	4	4
or4_1	19	18
nand3_1	7	7
edfxtp_1	3744	3744
nand2_1	49	49
mux4_2	560	560
a22oi_1	276	276
a21oi_1	35	35
o22ai_1	377	377
mux2i_1	752	752
mux2_2	29	29
or3_1	7	7
nor4_1	90	89
clkinv_1	0	78
o21ai_0	6	6
and3_1	30	29
bufinv_16	0	23
inv_16	0	4
nand4bb_4	0	6
clkdlybuf4s50_1	0	68
diode_2	0	6
nand4_1	73	73
nor2_4	0	65
clkinv_2	0	74
clkbuf_1	151	60
or4b_4	1	4
a21oi_2	29	29
clkbuf_16	0	364
inv_6	0	8
clkinvlp_4	0	12
buf_12	0	13
buf_2	143	57
[cell type report]
cell class              instances  area, sq um
multi-input cells            2476        28500
flip-flops and latches       3744       112000
clock buffers                 424         9330
inverters                       3         11.3
diodes                          6         15.0
well taps                    6223         7790
fillers                     42739       308000
clock inverters               207         1750
repair buffers                489         3890
[cells in the mapped netlist (all sizes together), types with 3 or more instances]
cell	number
nor4	90
nand4	74
and3	30
or4b	4
o22ai	377
or4	20
a211oi	3
nor2b	8
mux2	32
nand4bb	6
edfxtp	3744
clkbuf	151
inv	3
mux4	560
xnor2	8
a22oi	276
nand2	49
nor3b	3
mux2i	752
nand4b	4
a21oi	64
nand3	7
buf	227
and3b	4
nand3b	3
o21ai	6
or3	7
nor2	68
[where the power goes]
group	total (uW)	internal [uW]	switching, uW	leakage, uW
logic	401	134	267	0.0125
registers	4420	4420	5.79	0.0337
clock network	3300	1840	1460	0.00543
total	8120	6390	1730	0.0516
[logic make-up after synthesis]
kind of cell | share of synthesized area
mux | 0.144
xor+xnor | 0.000616
buf+inv | 0.0140
compound gates | 0.0350
simple gates | 0.0158
flops | 0.790
[metal layers]
metal | vias up | share of wire
li1 | 28994 | -
met5 | - | 0.0029
met4 | 49 | 0.036
met3 | 885 | 0.25
met1 | 35071 | 0.28
met2 | 6262 | 0.44
[sequential cells by signal, indices dropped and copies added, names as in the netlist]
register,flops
way1.mem,1856
way2.mem,1856
lru,32
[worst reg2reg max path: stages (launching register included)]
cell and delay (ns):
edfxtp_1 0.36, mux2i_1 0.16, o22ai_1 0.12, nor4_1 0.79
a21oi_1 0.17, nor4_1 0.78, buf_4 0.23, nand4_1 0.18
or4_4 0.86, inv_1 0.73
[per-stage QoR]
step | area (sq um) | util | hold slack [ns] | std cells | power (uW)
3_5_place_dp | 153000 | 0.323 | 1.25 | 12935 | 4910
2_1_floorplan | 142000 | - | 1.17 | 6601 | 4710
6_report | 164000 | 0.347 | 1.29 | 13572 | 8120
3_3_place_gp | 153000 | 0.323 | 1.23 | 12935 | 4900
4_1_cts | 164000 | 0.347 | 1.27 | 13566 | 8170
5_1_grt | 164000 | 0.347 | 1.37 | 13568 | 8350
Power figures rest on the tool's default switching activity, not on a simulated workload.
