==> flow/run.sh <==
#!/bin/bash
# OpenROAD 26Q1-2900-gdf79404cd8, Yosys 0.63+post, stock flow scripts
make -C /OpenROAD-flow-scripts/flow DESIGN_CONFIG=/design/flow/config.mk WORK_HOME=/design/flow/orfs finish
==> flow/config.mk <==
export PLATFORM = sky130hd
export DESIGN_NAME = m_get_immediate
export DESIGN_NICKNAME = m_get_immediate
export VERILOG_FILES = /design/flow/design.v
export SDC_FILE = /design/flow/constraint.sdc
export NUM_CORES = 4
export LEC_CHECK = 1
export CORE_AREA = 10 10 70 70
export DIE_AREA = 0 0 80 80
==> flow/constraint.sdc <==
current_design m_get_immediate

set clk_period 4.7
set clk_io_pct 0.2

create_clock -name clk0 -period $clk_period

set non_clock_inputs [all_inputs -no_clocks]
set_input_delay [expr $clk_period * $clk_io_pct] -clock clk0 $non_clock_inputs
set_output_delay [expr $clk_period * $clk_io_pct] -clock clk0 [all_outputs]
==> flow/design.v <==
module m_get_immediate(ir, i, s, b, u, j, imm);
  input wire [31:0] ir;
  input wire i, s, b, u, j;
  output wire [31:0] imm;
  assign imm = i ? { { 20{ ir[31] } }, ir[31:20] } :
               s ? { { 20{ ir[31] } }, ir[31:25], ir[11:7] } :
               b ? { { 20{ ir[31] } }, ir[7], ir[30:25], ir[11:8], 1'b0 } :
               u ? { ir[31:12], 12'b0 } :
               j ? { { 12{ ir[31] } }, ir[19:12], ir[20], ir[30:21], 1'b0 } : 0;
endmodule
==> qor.txt <==
Reg area: 0 sq um
CP most frequent cell: clkdlybuf4s50_1
WP depth: 5
Peak Freq: 0.2663 GHz
pre-CTS WS: 0.9280 ns
post-route ant nets: 0
Max-slew headroom: 68.06%
Simple-Gate Fraction of Synth Area: 57.59%
final setup violation count: 0
drt pass-1 iters: 3
Yosys Instances: 66
CP Max Fanout: 8
Top non-seq family: simple AND/OR/NAND/NOR gates
Cell Chain, Critical Path: clkdlybuf4s50_1 -> or3_4 -> nor2_2 -> a21o_1 -> clkdlybuf4s50_1
run status: complete, no violations
via count: 660
port bufs: 62
post-DP HPWL: 1878 microns
minimum clock period: 3.755 ns
CP Capture Type: primary output
Setup Buffers After CTS: 0
Pleak: 0.4528 nW
initial antenna violation count: 0
final worst slack: 0.9451 ns
DR WL/cell: 12.29 microns
first-pass GRT wire length: 3256 microns
Mapped Area: 362.8 sq um
OpenROAD warning count: 39
hold_buf cts: 0
Die ar.: 6400 sq um
hold_sp: ir[27]
number of DRC markers in iteration 0: 5
# IOs: 69
grt ovf: 0
largest net degree at the start of global routing: 12
Seq cells: 0
Chip Height: 80 microns
max-cap check violation count: 0
Hold Crit Depth: 4
instance count of the mapped netlist: 66
AO/OA Area Share: 27.24%
area grow syn2layout: 188.6%
# rows: 21
total wire length after detailed routing: 2126 microns
WHS Endpoint: imm[27]
Setup TNS: 0 ns
Worst Path Buf+Inv: 2
layout cells sized above 1: 3.937%
FP Core Util: 10.62%
core area: 3416 sq um
Arrival @ worst endpoint: 2.81 ns
CTS resizes: 0
Final GP Congestion: 0.7992
sequential fraction of the synthesis area: 0%
Final Hold Fails: 0
max incr delay on CP: 0.49 ns
Distinct lib cells used: 17
Crit path max-delay family: buffers and inverters
Adder-Cell Fraction of Synth Area: 0%
Final period util: 79.89%
WS Path Type: input pin to primary output
chip width: 80 microns
DR vias/cell: 3.815
CP max-delay cell: clkdlybuf4s50_1
YS chip area: 362.8 sq um
worst min path class: input pin to primary output
PD cells: 87.01 nW/um^2
xor/xnor share: 0%
Critical Path RT: 3.76 ns
Synth warnings: 0
# diodes: 0
gr usage total: 6.073%
Peak VDD IR: 28.81 uV
Worst Setup Start Kind: input pin
CLK BUF: 0
number of remaining DRC errors: 0
Synth mux share: 11.03%
Post-Syn Area per Cell: 5.498 sq um
RSZ-0062 raised after global routing: false
Final Slew Violations: 0
worst slew pin tran: 0.4781 ns
vias in the first global route: 684
## Yosys cell counts
master | instances | area [sq um]
buf_2 | 3 | 15.01
nor4b_1 | 1 | 8.760
nor2_2 | 1 | 6.260
a21o_1 | 8 | 60.06
o31a_1 | 1 | 8.760
or2_1 | 1 | 6.260
o21ai_1 | 1 | 5.000
or3_4 | 1 | 11.26
mux2i_1 | 4 | 40.04
a21oi_1 | 1 | 5.000
o21bai_1 | 1 | 7.510
nor2b_1 | 2 | 12.51
nor2_1 | 8 | 30.03
o21ai_0 | 1 | 5.000
and2_1 | 7 | 43.79
nand2_1 | 24 | 90.09
a22oi_1 | 1 | 7.510
## where the power goes
part	switching [mW]	leakage, nW	internal, mW
clock	0	0	0
combinational	0.0245	0.453	0.0666
sequential	0	0	0
## placed cells by master (no fill, tap or decap), drive strengths merged
master and instances:
clkdlybuf4s50 62, nand2 24, nor2 9, a21o 8
and2 7, mux2i 4, nor2b 2, buf 2
o21ai 2, or3 1, nor4b 1, a22oi 1
a21oi 1, or2 1, o21bai 1, o31a 1
## layout make-up
cell class | count | area (sq um)
tap | 46 | 57.56
multi-input combinational | 63 | 354.1
timing repair buffer | 64 | 635.6
fill | 391 | 2369
## kinds of logic (layout without fill, tap and decap cells)
group,Yosys count,in the layout
buffers and inverters,3,64
muxes,4,4
and+or+nand+nor,45,45
AOI/OAI and AO/OA,14,14
## metrics by stage
stage                     cells  hold WS [ns]  power, mW  utilization, %  cell area [sq um]
final                       173         2.792    0.09112           30.66               1047
after global routing        173         2.848     0.1006           30.66               1047
after CTS                   173         2.802    0.09349           30.66               1047
after detailed placement    173         2.793    0.09293           30.66               1047
after global placement      173         2.804    0.09240           30.66               1047
after floorplan              66         1.915    0.01924               -              362.8
## how the worst max path moves through the flow
stage / start / slack, ns / endpoint
CTS: b / 0.93 / imm[9]
global route: b / 0.83 / imm[13]
finish: b / 0.95 / imm[18]
## routing by layer
layer  track usage [%]  wire length, microns  vias to the layer above  part of all wire (%)
met5                 0                     0                        -                     0
met4                 0                     0                        0                     0
met3             2.614                   291                        0                    14
met2             10.43                   910                       38                    43
met1             7.251                   924                      279                    43
li1                  -                     -                      343                     -
Power figures rest on the tool's default switching activity, not on a simulated workload.
