**config.mk**
```make
export PLATFORM = sky130hd
export DESIGN_NAME = m_direct_mapped_multiword_cache
export DESIGN_NICKNAME = m_direct_mapped_multiword_cache
export VERILOG_FILES = /design/flow/design.v
export SDC_FILE = /design/flow/constraint.sdc
export NUM_CORES = 4
export LEC_CHECK = 1
export CORE_UTILIZATION = 30
```
**constraint.sdc**
```tcl
current_design m_direct_mapped_multiword_cache

set clk_period 13.8
set clk_io_pct 0.2

create_clock -name clk0 -period $clk_period [get_ports {w_clock}]

set non_clock_inputs [all_inputs -no_clocks]
set_input_delay [expr $clk_period * $clk_io_pct] -clock clk0 $non_clock_inputs
set_output_delay [expr $clk_period * $clk_io_pct] -clock clk0 [all_outputs]
```
**design.v**
```verilog
module m_direct_mapped_multiword_cache(w_clock, w_address, w_hit, w_dout, w_wa, w_we, w_wd);
  input wire w_clock, w_we;
  input wire [31:0] w_address;
  input wire [4:0] w_wa;
  input wire [88:0] w_wd;
  output wire w_hit;
  output wire [31:0] w_dout;
  wire w_v;
  wire [23:0] w_tag;
  wire [31:0] w_d1, w_d2;
  reg [88:0] mem [0:31];
  always @(posedge w_clock) if (w_we) mem[w_wa] <= w_wd;
  assign { w_v, w_tag, w_d1, w_d2 } = mem[w_address[7:3]];
  assign w_hit = w_v & (w_tag == w_address[31:8]);
  assign w_dout = w_address[2] ? w_d1 : w_d2;
  integer i;
  initial for (i = 0; i < 32; i = i + 1) mem[i] = 0;
endmodule
```
**run.sh**
```bash
#!/bin/bash
# OpenROAD 26Q1-2900-gdf79404cd8, Yosys 0.63+post, stock flow scripts
make -C /OpenROAD-flow-scripts/flow DESIGN_CONFIG=/design/flow/config.mk WORK_HOME=/design/flow/orfs finish
```
==> impl_metrics.py <==
# Physical implementation metrics
metrics = {
    "clock_network": {
        "post-cts-setup-buffer-count": 0,
        "root_buffer": "clkbuf_16",
        "clkSlewWorstSetupHoldPaths_ps": 60,
        "tritoncts": "yes",
        "clock-sinks": 2848,
        "cts_buffers": 272,
        "cts_resized": 0,
        "cts_htree_levels": 5,
        "hold_buffers": 0,
        "clockBufferDepth": 4,
    },
    "sta": {
        "setup_viol": 0,
        "finalHoldViolations": 0,
        "fin_crit_ps": 10880,
        "max_freq_mhz": 91.9,
        "slew_headroom": 0.282,
        "setup_ws_ps": 2920,
        "fin_tns_setup_ps": 0,
        "timing.final.crit_share": 0.788,
        "rsz0062_at_grt": "no",
        "slew_violations": 0,
        "whs_ps": 2740,
        "worst_pin_slew_ps": 1070,
    },
    "floorplan": {
        "dieArea_mm2": 0.365,
        "std_cell_rows": 220,
        "fp.dieH_um": 604,
        "die_w_um": 604,
        "io_pins": 161,
        "core-area_mm2": 0.360,
        "fp_util": 0.302,
    },
    "layout": {
        "largest_register_ffs": 2848,
        "drive_gt1_frac": 0.300,
        "top_register": "mem",
        "largest_registers": "mem x2848",
        "area_delta_synth_final_pct": 15.7,
        "mostFrequentLayoutCell": "edfxtp_1",
        "layout_top_cells": "2,848 x edfxtp_1, 822 x mux4_2, 288 x clkbuf_16",
    },
    "detailed_routing": {
        "drtPass1Iterations": 5,
        "vias": 49000,
        "wirelength_um": 280000,
        "drt-initial-drc-count": 3175,
        "detail-route-antenna-nets": 0,
        "detail_route.wl_per_cell_um": 28.6,
        "vias_per_cell": 4.99,
        "drc": 0,
    },
    "worst_setup_path": {
        "cp.required_ps": 11040,
        "crit_slowest_cell": "buf_4",
        "path_cells": "buf_8 > buf_4 > buf_4 > buf_4 > buf_4 > mux4_2 > mux4_2 > mux4_2 > clkdlybuf4s50_1",
        "worstPathArrival_ps": 8120,
        "crit_top_cell": "buf_4",
        "critPathTopFamily": "buffers and inverters",
        "crit_buf_inv": 6,
        "critPathMaxStageDelay_ps": 710,
        "worstPathMaxFanout": 60,
        "cp-start-kind": "primary input",
        "crit_path_end_kind": "primary output",
        "critPathKind": "in2out",
    },
    "power_and_ir_drop": {
        "pwr-share-seq": 0.544,
        "power.internal_uw": 14100,
        "leakage_uw": 0.0383,
        "switchingPower_uw": 3640,
        "power_density_mw_per_mm2": 141,
        "pwr-share-clk": 0.402,
        "p_sw_frac": 0.205,
        "peakVddDrop_uv": 83.2,
        "combPwrFrac": 0.053,
    },
    "logic_synthesis": {
        "synth-adder-area-share": 0,
        "ys_sh_aoi": 0.0106,
        "synth-simple-area-share": 0.00792,
        "synth_flops": 2848,
        "ys_sh_mux": 0.181,
        "postSynthAreaPerCell_um2": 24.8,
        "async_flop_share": 0,
        "ys_chip_area_mm2": 0.109,
        "synth_stat.cells": 4379,
        "synth-edff-count": 2848,
        "yosysWarnings": 1,
        "ys_sh_xor": 0.00242,
        "ff_type": "edfxtp_1",
        "syn_area_mm2": 0.109,
        "syn_inst": 4379,
        "logic_family": "multiplexers",
        "ys_types": 65,
        "yosysSeqAreaShare": 0.786,
    },
    "job": {
        "drv_cap": 0,
        "tool_warnings": 31,
    },
    "placement": {
        "hpwl_um": 150000,
        "port_buffers": 158,
        "routabilityCongestion": 0.812,
        "pre_cts_slack_ps": 2890,
    },
    "global_route": {
        "grt_pass1_wl_um": 398000,
        "grt_max_degree": 109,
        "grt_overflow": 0,
        "antenna_found_initial": 21,
        "grt_usage": 0.166,
        "grt_pass1_vias": 54500,
    },
    "status": {
        "status": "complete, no violations",
    },
    "worst_hold_path": {
        "hold_path.class": "in2reg",
    },
}
per-stage QoR:
step                 util  instance area (um2)  cells  power [uW]
floorplan               -               109000   4379       10300
global placement    0.326               117000   9335       10800
detailed placement  0.326               117000   9335       10800
CTS                 0.350               126000   9804       17900
global route        0.350               126000   9806       18200
finish              0.350               126000   9808       17700
final cells by class:
class                      instances  area [um2]
timing repair buffer             410        3700
clock inverter                   126         943
inverter                           6        31.3
fill                           32400      234000
clock buffer                     343        7410
sequential                      2848       85500
tap                             4773        5970
multi-input combinational       1298       22300
antenna                            4        10.0
kinds of logic after synthesis:
group	Yosys count
flip-flops	2848
multiplexers	938
buffers and inverters	233
AND/OR/NAND/NOR	169
AND-OR/OR-AND	161
XOR/XNOR	30
power by group through the flow:
| stage | clock [uW] | combinational, uW | sequential [uW] |
|---|---|---|---|
| finish | 7120 | 947 | 9640 |
| global route | 7570 | 1020 | 9640 |
| CTS | 7260 | 974 | 9640 |
cells in the mapped netlist, types with 6 or more instances:
cell type | count | area, um2
edfxtp_1 | 2848 | 85500
clkbuf_1 | 92 | 345
o21ai_0 | 25 | 125
nand3_1 | 15 | 75.1
xnor2_1 | 15 | 131
a22o_1 | 6 | 52.6
a221oi_1 | 9 | 78.8
nand3b_1 | 9 | 67.6
a22oi_1 | 22 | 165
o221ai_1 | 6 | 52.6
and2_1 | 7 | 43.8
buf_4 | 15 | 113
mux2_2 | 20 | 225
a211oi_1 | 10 | 75.1
nor2_1 | 52 | 195
nor2b_1 | 12 | 75.1
nand2b_1 | 9 | 56.3
a21oi_1 | 20 | 100
mux2i_1 | 91 | 911
buf_2 | 75 | 375
xor2_1 | 15 | 131
o22ai_1 | 23 | 144
buf_1 | 23 | 86.3
mux4_2 | 822 | 18500
buf_8 | 9 | 135
buf_6 | 11 | 124
nand2_1 | 34 | 128
routing by layer:
| layer | track usage | share of wire | up-vias |
|---|---|---|---|
| met5 | 0.00185 | 0.00081 | - |
| met4 | 0.0296 | 0.020 | 28 |
| met3 | 0.134 | 0.18 | 387 |
| met2 | 0.261 | 0.50 | 3533 |
| met1 | 0.173 | 0.31 | 25100 |
| li1 | - | - | 20000 |
path summary, 6_finish.rpt:
kind          from                     to  slack, ps  depth (start not counted)
max   w_address[4]             w_dout[21]       2920                          9
min       w_wd[43]  mem[22][43]$_DFFE_PP_       2740                          2
Power is estimated from default activity; no workload was simulated.
