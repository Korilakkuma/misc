==> ./design.v <==
module m_gshare(w_clock, w_ra, w_prediction, w_wa, w_we, w_token);
  input wire w_clock, w_we;
  input wire [4:0] w_ra, w_wa;
  input wire w_token;
  output wire w_prediction;
  reg [1:0] mem [0:31];
  reg [4:0] r_bhr = 0;
  always @(posedge w_clock) if (w_we) r_bhr <= { w_token, r_bhr[4:1] };
  wire [1:0] w_data = mem[w_ra ^ r_bhr];
  assign w_prediction = w_data[1];
  wire [1:0] w_counter = mem[w_wa ^ r_bhr];
  always @(posedge w_clock) if (w_we)
    mem[w_wa ^ r_bhr] <= ((w_counter < 3) &  w_token) ? (w_token + 1) :
                         ((w_counter > 0) & !w_token) ? (w_token - 1) : w_token;
  integer i;
  initial for (i = 0; i < 32; i = i + 1) mem[i] = 1;
endmodule
==> ./run.sh <==
#!/bin/bash
# OpenROAD 26Q1-2900-gdf79404cd8, Yosys 0.63+post, stock flow scripts
make -C /OpenROAD-flow-scripts/flow DESIGN_CONFIG=/design/flow/config.mk WORK_HOME=/design/flow/orfs finish
==> ./config.mk <==
export PLATFORM = sky130hd
export DESIGN_NAME = m_gshare
export DESIGN_NICKNAME = m_gshare
export VERILOG_FILES = /design/flow/design.v
export SDC_FILE = /design/flow/constraint.sdc
export NUM_CORES = 4
export LEC_CHECK = 1
export CORE_UTILIZATION = 50
==> ./constraint.sdc <==
current_design m_gshare

set clk_period 10.3
set clk_io_pct 0.2

create_clock -name clk0 -period $clk_period [get_ports {w_clock}]

set non_clock_inputs [all_inputs -no_clocks]
set_input_delay [expr $clk_period * $clk_io_pct] -clock clk0 $non_clock_inputs
set_output_delay [expr $clk_period * $clk_io_pct] -clock clk0 [all_outputs]
==> summary.txt <==
Count of placed standard cells including taps - 328
DRC violation count after routing - 6
Normalized max-slew margin - 0.431
Worst VDD drop - 135 uV
Final Hold Fails - 0
Maximum single-stage delay on the critical path - 680 ps
Final weighted congestion in routability-driven placement - 0.874
Xor and xnor fraction of the mapped netlist area - 0.0414
Post-synthesis cell count from yosys - 237
Count of buffers from port buffering - 13
Clock power frac - 0.310
Most numerous logic cell after layout - sky130_fd_sc_hd__edfxtp_1
Post-CTS Setup Bufs - 0
Aggregate negative setup slack - 0 ps
Yosys adder share - 0.00298
Highest clock frequency the design can meet - 141 MHz
Number of enable-type register cells in the synthesized netlist - 69
Final setup violation count - 0
Simple-gate area share of the yosys netlist - 0.127
Global route total overflow - 0
Crit path time final - 7100 ps
Core utilization before placement - 0.523
TritonCTS clock tree - done
P_sw - 171 uW
Hpwl dp - 5060 microns
Deepest level of the CTS H-tree - 3
Critical Path Start Type - input port
Combinational share of power - 0.176
Critical path's slowest cell - sky130_fd_sc_hd__xor2_1
Post-cts gate resize count - 0
Antenna violations before repair - 0
Critical path's top delay family - multiplexers
Number of cell rows - 29
Unrepaired setup endpoints after global routing - no
Layout area overhead - 11.1%
Highest fanout seen on the critical path - 8
Cell area after placement - 3560 sq um
Setup Crit Path Kind - in2out
Failing checks - design-rule violations
Fin. max-slew vios - 0
Power after layout - 660 uW
Root buffer cell - sky130_fd_sc_hd__clkbuf_8
Final clock period utilization by the worst path - 0.689
Arrival time worst endpoint - 5040 ps
Proportion of power drawn by flip-flops and latches - 0.514
Smallest setup slack after layout - 3200 ps
Clock-pin slew reported for the worst setup and hold paths after clock tree synthesis - 80 ps
Warning count from the yosys run - 1
Number of sinks on the clock net - 69
Final Skew - 12.4 ps
Chip Footprint - 7050 sq um
Global-route total usage across every layer - 0.244
Drt wl/cell - 21.8 microns
Chip area in the Yosys report - 3360 sq um
Top logic cells by instance count in the layout - 69 x sky130_fd_sc_hd__edfxtp_1, 41 x sky130_fd_sc_hd__nor2_1, 41 x sky130_fd_sc_hd__nand2_1
Average size of a mapped cell - 14.2 sq um
Synthesized instance count - 237
Number of distinct library cell variants in the gate-level netlist after synthesis - 36
Final-layout worst hold slack - 592 ps
Ratio of cells with drive above 1 in the final layout - 0.109
Prevailing logic family in the synthesized netlist - multiplexers
Hold WC Path Type - reg2reg
LEAKAGE - 1.23 nW
Mux cell area share after synthesis - 0.133
Via total after detailed routing - 2084
Result of the run - complete, but fails checks
Io pins - 14
Slew at the pin closest to its max-slew limit - 851 ps
CTS Buffer Depth - 2
Worst Path Buf+Inv - 2
Cell Count, Final, Fillers Out - 343
Flip-flop and latch count after synthesis - 69
Leading register cell type out of synthesis - sky130_fd_sc_hd__edfxtp_1
Switching share of power - 0.259
Post-Layout Inst Area - 3730 sq um
Die extent in x - 83.9 microns
Pre-CTS setup slack - 3170 ps
Netlist area before placement - 3360 sq um
Compound-Gate Fraction of Synth Area - 0.0496
Vias in the first global route - 2049
Wire length after detailed routing - 7470 microns
Core area - 6420 sq um
Final standard cell utilization of the core - 0.581
Die height - 83.9 microns
Skew-Pair Late Insertion Delay - 350 ps
Internal Power - 489 uW
Routed via count divided by cell count - 6.08
Critical path endpoint category - output pin
Final-layout fill cell count - 504
Data required time at the worst endpoint - 8240 ps
Power density cells - 177 nW/um^2
Max-cap violation count - 0
Clock buffers created by TritonCTS - 9
Violation count after the first detailed-route iteration - 176
Share of flip-flops with an asynchronous set or reset after synthesis - 0
First drt pass iteration count - 45
Sequential fraction of the synthesis area - 0.617
OpenROAD warning count - 25
Diodes inserted - 0
Antenna Violating Nets Remaining - 0
Largest net degree at the start of global routing - 31
CP Cell Sequence - clkdlybuf4s50_1 -> xor2_1 -> mux4_1 -> mux4_1 -> mux2_2 -> clkdlybuf4s50_1
Wire length of the first global-routing pass - 11500 microns
Post-CTS Hold Fix Bufs - 0
==> worst register-to-register path, delay by kind of cell, from the launching register on <==
kind / cells / cell delay [ps]
AOI/OAI and AO/OA: 2 / 240
DFF: 1 / 470
and+or+nand+nor: 2 / 530
xor gates and xnor gates: 1 / 160
muxes: 2 / 1070
buffers and inverters: 2 / 730
==> cells in the mapped netlist (2+ instances only) <==
library cell               number  area, sq um
sky130_fd_sc_hd__a311oi_1       2         17.5
sky130_fd_sc_hd__a31oi_1        4         25.0
sky130_fd_sc_hd__clkbuf_8       4         55.1
sky130_fd_sc_hd__edfxtp_1      69         2070
sky130_fd_sc_hd__mux2_2         3         33.8
sky130_fd_sc_hd__mux2i_1        5         50.1
sky130_fd_sc_hd__mux4_1        13          342
sky130_fd_sc_hd__nand2_1       41          154
sky130_fd_sc_hd__nand3_1       13         65.1
sky130_fd_sc_hd__nand4_1        4         25.0
sky130_fd_sc_hd__nor2_1        41          154
sky130_fd_sc_hd__nor2_2         2         12.5
sky130_fd_sc_hd__xnor2_1        7         61.3
sky130_fd_sc_hd__xor2_1         7         61.3
==> kinds of logic after synthesis <==
group / count (synthesis)
DFF: 69
muxes: 22
buffers and inverters: 8
xor gates and xnor gates: 15
adders and majority gates: 1
and+or+nand+nor: 104
AOI/OAI and AO/OA: 18
==> final timing paths <==
path / slack, ps / from / depth (start not counted) / endpoint
max: 3200 / w_ra[0] / 6 / w_prediction
min: 590 / r_bhr[3] / 0 / r_bhr[2]
max reg2reg: 6910 / r_bhr[0] / 9 / mem[29][1]
min reg2reg: 590 / r_bhr[3] / 0 / r_bhr[2]
==> area by class of cell <==
type | count | area [sq um] | share of cell area
Sequential cell | 69 | 2070 | 0.555
Multi-Input combinational cell | 160 | 1190 | 0.320
Timing Repair Buffer | 21 | 190 | 0.0510
Clock buffer | 13 | 139 | 0.0372
Tap cell | 77 | 96.3 | 0.0258
Clock inverter | 2 | 35.0 | 0.00939
Inverter | 1 | 3.75 | 0.00101
==> power by group through the flow <==
stage	logic [mW]	registers [mW]	clock network (mW)
final	0.116	0.339	0.205
after global routing	0.127	0.340	0.220
after CTS	0.117	0.339	0.208
==> routing by layer <==
layer / up-vias / global-route usage / routed length, microns
met5: - / 0 / 0
met4: 0 / 0.0313 / 118
met3: 12 / 0.101 / 736
met2: 112 / 0.324 / 3290
met1: 1002 / 0.443 / 3330
li1: 958 / - / -
==> registers in the layout, indices dropped and copies added (netlist names) <==
signal,flops
mem,64
r_bhr,5
Power is estimated from default activity; no workload was simulated.
